==> ./design.v <==
`timescale 1ns / 1ps
module token_rings #(parameter N = 4)(
    input clk,
    input en,
    input [8-1:0] datain,
    output reg [8-1:0] data
    );
    reg temp;
    always @(posedge clk) begin
    if (en == 1'b1) begin
        temp = datain[0];
        data <= {temp, datain[8-1:1]};
        end
    else begin
        data <= datain;
        end
    end
endmodule
==> ./run.sh <==
#!/bin/bash
# OpenROAD 26Q1-2900-gdf79404cd8, Yosys 0.63+post, stock flow scripts
make -C /OpenROAD-flow-scripts/flow DESIGN_CONFIG=/design/flow/config.mk WORK_HOME=/design/flow/orfs finish
==> ./config.mk <==
export PLATFORM = sky130hd
export DESIGN_NAME = token_rings
export DESIGN_NICKNAME = token_rings
export VERILOG_FILES = /design/flow/design.v
export SDC_FILE = /design/flow/constraint.sdc
export NUM_CORES = 4
export LEC_CHECK = 1
export CORE_AREA = 10 10 70 70
export DIE_AREA = 0 0 80 80
==> ./constraint.sdc <==
current_design token_rings

set clk_period 1.0
set clk_io_pct 0.2

create_clock -name clk0 -period $clk_period [get_ports {clk}]

set non_clock_inputs [all_inputs -no_clocks]
set_input_delay [expr $clk_period * $clk_io_pct] -clock clk0 $non_clock_inputs
set_output_delay [expr $clk_period * $clk_io_pct] -clock clk0 [all_outputs]
==> results.tsv <==
metric	value	unit
status	completed	
critical_path.top_delay_family	flip-flops	
fin_crit_sh	0.977	
cts_buffer_depth	2	
ys_warn_count	1	
grt_setup_unrepaired	no	
grt_usage	0.0244	
whs_path_depth	3	
route.detailed.drc	0	
area_growth_syn_to_layout	90.1	%
period_needed	0.977	ns
vias	203	
grt_max_degree	5	
cts_tree	built	
wirelength	763	µm
htreeDepth	1	
worst-setup-path-type	flip-flop to output pin	
grt_pass1_wl	1210	µm
finalHoldViolations	0	
root_buffer	clkbuf_4	
synthFlopType	dfxtp_1	
cp-end-kind	output pin	
ys_top_logic_family	multiplexers	
arrival	0.78	ns
ir_worst_vdd	0.000210	V
grt_overflow	0	
edf_count	0	
mux_area_frac	0.412	
hold_class	input port to flip-flop	
core-area	3420	µm²
ys_async_sr_fraction	0	
syn_inst	17	
synth_cell_type_count	3	
ios	18	
ys_sh_xor	0	
top_area_frac	0.549	
syn-cell-area	292	µm²
diodes	0	
drtIter0Drc	2	
largest_reg_flops	8	
tightest_slew	0.139	ns
drt-wirelength-per-cell	9.08	µm
top_layer	met4	
min-delay-start	en	
powerDensity	1290	nW/µm²
regMostFlops	data	
yosysTopAreaCell	dfxtp_1	
relSlewSlack	0.907	
utilization	0.162	
placed_cell_area	523	µm²
ys_ff	8	
ant_nets	0	
wl_met1	224	µm
clk_pin_slew_worst_paths	0.05	ns
cp_slowest_cell	dfxtp_1	
cp-start-kind	flip-flop	
wl_met3	85	µm
antenna_found_initial	0	
grt_pass1_vias	240	
firstDrtPassIters	2	
synthTopCellsByCount	dfxtp_1 (8), mux2_4 (8), buf_6 (1)	
power.leakage	0.241	nW
ys_sh_simple	0	
die_area	6400	µm²
top_cells_by_area	dfxtp_1 (55%), mux2_4 (41%), buf_6 (3.9%)	
whs	0.404	ns
p_total	0.714	mW
portBuffers	17	
fp.dieH	80	µm
numCtsBuffers	3	
via_per_inst	2.42	
warnings	26	
rows	21	
die_w	80	µm
yosys_cells	17	
top_regs	data: 8 flops	
clkSinkCount	8	
fin_area	554	µm²
gp_congestion	0.684	
slew_violations	0	
critPathBufInv	1	
fa_ha_area_frac	0	
finalSetupViolCount	0	
yosysChipArea	292	µm²
drive_gt1_frac	0.368	
postCtsSetupBuffers	0	
cap_viol_max_count	0	
synth-compound-area-share	0	
fp_util	0.0853	
hold_end	data[1]	
max_stage_delay	0.29	ns
avgSynthCellArea	17.1	µm²
ys_seq_frac	0.549	
wl_met2	418	µm
crit_required	0.80	ns
crit_chain	dlygate4sd2_1	
cp_max_fo	1	
fmax	1020	MHz
==> tightest hold or removal path, stage by stage <==
cell            delay, ns
dlymetal6s2s_1       0.14
buf_6                0.14
mux2_4               0.14
==> layout by cell type, fill, tap and decap left out <==
| cell | instances |
|---|---|
| buf_6 | 2 |
| clkdlybuf4s15_1 | 6 |
| dfxtp_1 | 7 |
| mux2_4 | 8 |
| dlygate4sd2_1 | 2 |
| clkbuf_4 | 3 |
| dlymetal6s2s_1 | 1 |
| dfxtp_2 | 1 |
| clkdlybuf4s50_1 | 8 |
==> cell type report <==
| type | count | area, µm² |
|---|---|---|
| clock buffers | 3 | 22.5 |
| fillers | 384 | 2860 |
| flip-flops and latches | 8 | 161 |
| well taps | 46 | 57.6 |
| repair buffers | 19 | 193 |
| multi-input cells | 8 | 120 |
==> timing repair <==
action,4_1_cts,5_1_grt
hold buffers,0,0
setup endpoints to repair,9,14
gates resized,8,10
==> through the flow <==
stage	cells	setup TNS [ns]	worst slack [ns]
after floorplan	17	0	0.263
after global placement	81	-1.95	-0.248
after detailed placement	81	-2.10	-0.266
after CTS	84	-0.00250	-0.00250
after global routing	84	0	0.00250
final	84	0	0.0232
==> power by group <==
group	leakage [nW]	total [mW]	switching, mW	internal [mW]
logic	0.160	0.131	0.0285	0.102
clock network	0.0138	0.231	0.0945	0.136
registers	0.0675	0.352	0.00592	0.346
==> cells by family (layout without fill, tap and decap cells) <==
| group | count (synthesis) | count (layout) |
|---|---|---|
| DFF | 8 | 8 |
| muxes | 8 | 8 |
| buffers and inverters | 1 | 22 |
==> routing by layer <==
| layer | up-vias | track usage |
|---|---|---|
| met5 | - | 0 |
| li1 | 101 | - |
| met1 | 87 | 0.0229 |
| met3 | 4 | 0.0148 |
| met2 | 11 | 0.0401 |
| met4 | 0 | 0.0141 |
==> how the worst max path moves through the flow <==
stage                 startpoint  endpoint  cells after the start
after CTS                     en   data[5]                      3
after global routing     data[7]   data[7]                      1
final                    data[7]   data[7]                      1
Power and IR drop assume default switching activity.
